## flow/config.mk

```make
export PLATFORM = sky130hd
export DESIGN_NAME = market_data_processor
export DESIGN_NICKNAME = market_data_processor
export VERILOG_FILES = /design/flow/design.v
export SDC_FILE = /design/flow/constraint.sdc
export NUM_CORES = 4
export LEC_CHECK = 1
export CORE_UTILIZATION = 40
```

## flow/constraint.sdc

```tcl
current_design market_data_processor

set clk_period 12.7
set clk_io_pct 0.2

create_clock -name clk0 -period $clk_period [get_ports {clk}]

set non_clock_inputs [all_inputs -no_clocks]
set_input_delay [expr $clk_period * $clk_io_pct] -clock clk0 $non_clock_inputs
set_output_delay [expr $clk_period * $clk_io_pct] -clock clk0 [all_outputs]
```

## flow/design.v

```verilog
module market_data_processor #(
    parameter DATA_WIDTH = 64,
    parameter MAX_PACKET_SIZE = 1500,   
    parameter SYMBOL_WIDTH = 32,
    parameter PRICE_WIDTH = 32
) (
    input  logic                     clk,
    input  logic                     rst_n,
    input  logic                     data_valid,
    input  logic [DATA_WIDTH-1:0]    data_in,
    input  logic                     sop,         
    input  logic                     eop,         
    output logic                     ready,
    output logic                     data_valid_out,
    output logic [DATA_WIDTH-1:0]    data_out,
    output logic                     data_ready_out,
    output logic [SYMBOL_WIDTH-1:0]  symbol,
    output logic [PRICE_WIDTH-1:0]   price,
    output logic                     price_valid,
    output logic [15:0]              processed_messages,
    output logic                     parser_error
);
    typedef enum logic [2:0] {
        HEADER,
        SYMBOL_FIELD,
        PRICE_FIELD,
        QUANTITY_FIELD,
        CHECKSUM
    } parser_state_t;
    parser_state_t current_state;
    logic [15:0] packet_length;
    logic [31:0] checksum;
    logic [7:0]  message_type;
    always_ff @(posedge clk or negedge rst_n) begin
        if (!rst_n) begin
            current_state <= HEADER;
            processed_messages <= '0;
            parser_error <= 1'b0;
            price_valid <= 1'b0;
        end else begin
            if (data_valid) begin
                case (current_state)
                    HEADER: begin
                        if (sop) begin
                            message_type <= data_in[7:0];
                            packet_length <= data_in[23:8];
                            current_state <= SYMBOL_FIELD;
                        end
                    end
                    SYMBOL_FIELD: begin
                        symbol <= data_in[SYMBOL_WIDTH-1:0];
                        current_state <= PRICE_FIELD;
                    end
                    PRICE_FIELD: begin
                        price <= data_in[PRICE_WIDTH-1:0];
                        price_valid <= 1'b1;
                        current_state <= QUANTITY_FIELD;
                    end
                    QUANTITY_FIELD: begin
                        current_state <= CHECKSUM;
                    end
                    CHECKSUM: begin
                        if (eop) begin
                            if (checksum == data_in[31:0]) begin
                                processed_messages <= processed_messages + 1'b1;
                            end else begin
                                parser_error <= 1'b1;
                            end
                            current_state <= HEADER;
                            price_valid <= 1'b0;
                        end
                    end
                    default: begin
                        current_state <= HEADER;
                        parser_error <= 1'b1;
                    end
                endcase
            end
        end
    end
    always_ff @(posedge clk or negedge rst_n) begin
        if (!rst_n) begin
            checksum <= '0;
        end else if (sop) begin
            checksum <= '0;
        end else if (data_valid && !eop) begin
            checksum <= checksum + data_in;   
        end
    end
    assign ready = !parser_error;
    assign data_valid_out = data_valid && !parser_error;
    assign data_out = data_in;   
    assign data_ready_out = current_state != CHECKSUM;
endmodule
```

## flow/run.sh

```bash
#!/bin/bash
# OpenROAD 26Q1-2900-gdf79404cd8, Yosys 0.63+post, stock flow scripts
make -C /OpenROAD-flow-scripts/flow DESIGN_CONFIG=/design/flow/config.mk WORK_HOME=/design/flow/orfs finish
```

==> flow_summary.ini <==
; synthesis and place-and-route metrics
[global_route]
antenna_found_initial = 0
grt_pass1_wl_mm = 23.2
track_usage = 0.184
grt_max_degree = 58
overflow = 0
grt_pass1_vias = 4656

[pwr]
p_leak_uw = 0.00335
peakVddDrop_uv = 78.9
powerDensity_nw_per_um2 = 130

[place]
portBuffers = 153
placed_cell_area_um2 = 7770
gp_congestion = 0.876
pre_cts_ws_ns = 6.26
hpwl_mm = 10.1

[floorplanning]
dieArea_um2 = 16700
row_count = 46
pin_count = 218
die_w_um = 129
coreArea_um2 = 15800
fp_util = 0.410
die_h_um = 129

[sta]
setup_slack_ns = 6.26
fin_crit_ns = 6.44
tns_ns = 0
finalMaxSlewViolations = 0
fmax_mhz = 155
worst_pin_slew_ns = 0.733
fin_crit_sh = 0.507
rsz0062_at_grt = no
hold_ws_ns = 0.478
worst_clock_skew_ns = 0.0111
hold_viol = 0
finalSetupViolations = 0
slew_headroom = 0.511

[synthesis]
syn-instance-count = 612
edf_count = 64
seq_area_frac_synth = 0.509
synth_chip_area_um2 = 6480
top_area_frac = 0.296
yosysCellCount = 612
async_reset_ff_frac = 0.462
synth_cell_type_count = 61
syn_avg_cell_area_um2 = 10.6
synthTopCellsByArea = edfxtp_1 (30%), dfrtp_1 (21%), buf_4 (7.4%)
top_cells_by_count = buf_4 (64), edfxtp_1 (64), nand2_1 (64), dfrtp_1 (54), a21oi_1 (44)
syn-cell-area_um2 = 6480
synth_flops = 119
flop_cell = edfxtp_1
ys_warn_count = 1
yosys.area.top_type = edfxtp_1

[detailed_routing]
viasPerCell = 5.14
totalWireLength_mm = 14.4
ant_nets = 0
wire_per_inst_um = 15.4
drc = 0
vias = 4814
antenna_cells = 0
initialDrtViolationCount = 273
dr.pass1.iters = 4

[critical_path]
end_kind = output port
crit_required_ns = 10.16
startpoint = data_valid
rr_startpoint = checksum[0]
path_delay_family = buffers and inverters
crit_path_max_incr_delay_ns = 0.71
path_class = input pin to output port
arrival_ns = 3.90
crit_chain = clkdlybuf4s50_1, nor2b_1, clkdlybuf4s50_1
worstSetupStartpointType = input pin
cpMaxStageDelayCell = clkdlybuf4s50_1
cp_max_fo = 14
cpMostUsedCell = clkdlybuf4s50_1
crit_buf_inv = 2

[min_path]
hold_path_class = register to register
worstHoldStart = processed_messages[15]

[clock_network]
cts_resized = 0
clock_latency_ns = 0.41
cts_max_level = 4
clock-sinks = 119
tritoncts = done
hold_buffers = 0
cts_buffer_depth = 2
cts_setup_buffers = 0
cts_buffers = 17
clk_pin_slew_worst_paths_ns = 0.05
root_buffer = clkbuf_16

[finish]
design_area_um2 = 8390
drive_above_1_share = 0.0791
syn_to_final_growth_pct = 29.4
fillers = 1333
final_core_util = 0.530

[status]
status = finished clean

[job]
cap_violations = 0
warning_count = 25
==> kinds of logic after synthesis <==
family          Yosys count  share of synthesized area
xor+xnor                 28                     0.0378
mux                       6                     0.0100
flops                   119                      0.509
fa+ha+maj                33                     0.0648
simple gates            191                      0.153
compound gates          134                      0.129
buf+inv                 101                     0.0967
==> layout make-up <==
type,count,area (µm²),share of cell area
well taps,216,270,0.0322
inverters,19,71.3,0.00850
clock buffers,18,439,0.0523
multi-input cells,392,2560,0.305
flip-flops and latches,119,3300,0.393
clock inverters,14,181,0.0216
repair buffers,159,1570,0.187
==> layer usage <==
metal	global-route usage	vias up	part of all wire
met2	0.275	163	0.46
met3	0.0433	21	0.064
met1	0.295	2275	0.46
met5	0	-	0
li1	-	2355	-
met4	0.0249	0	0.013
==> state kept, by name (all words and copies together), names as in the netlist, named ones only <==
name                count
price                  32
parser_error            1
processed_messages     16
current_state           3
price_valid             1
checksum               32
symbol                 32
==> metrics by stage <==
step,instances,total power (µW)
finish,937,1090
global route,937,1140
CTS,937,1100
detailed placement,905,595
global placement,905,593
floorplan,612,541
==> worst register-to-register path: cells and delay by family (launching register included) <==
family	cells	cell delay, ns
multiplexers	1	0.24
AND/OR/NAND/NOR	2	0.23
adder cells (fa/ha/maj)	2	0.58
AND-OR/OR-AND	5	1.72
buffers and inverters	1	0.07
flip-flops	1	0.36
==> worst paths after layout <==
check,end,slack [ns],depth (start not counted)
min,processed_messages[15],0.48,1
min reg2reg,processed_messages[15],0.48,1
max reg2reg,checksum[26],9.39,11
min in group asynchronous,processed_messages[15],2.27,2
max,data_valid_out,6.26,3
max in group asynchronous,checksum[12],9.94,2
==> power breakdown <==
| part | internal, µW | switching [µW] |
|---|---|---|
| Clock | 331 | 172 |
| Combinational | 72.5 | 80.9 |
| Sequential | 426 | 8.37 |
==> cell usage in the layout, fill, tap and decap left out, drive strengths merged, types with 5 or more instances in the layout <==
cell and instances:
a211oi 12, a21o 7, a21oi 44, a31oi 8, and2 7, and3 6, buf 7, clkbuf 18
clkdlybuf4s50 152, clkinv 5, clkinvlp 5, dfrtp 54, edfxtp 64, ha 32, inv 19, nand2 65
nand3 13, nand4 9, nor2 37, nor2b 6, nor3 17, nor4 8, o21a 6, o21ai 29
xnor2 20, xor2 8
Power and IR drop assume default switching activity.
