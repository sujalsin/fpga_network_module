## run.sh

```bash
#!/bin/bash
# OpenROAD 26Q1-2900-gdf79404cd8, Yosys 0.63+post, stock flow scripts
make -C /OpenROAD-flow-scripts/flow DESIGN_CONFIG=/design/flow/config.mk WORK_HOME=/design/flow/orfs finish
```

## config.mk

```make
export PLATFORM = sky130hd
export DESIGN_NAME = network_interface
export DESIGN_NICKNAME = network_interface
export VERILOG_FILES = /design/flow/design.v
export SDC_FILE = /design/flow/constraint.sdc
export NUM_CORES = 4
export LEC_CHECK = 1
export CORE_AREA = 10 10 184 184
export DIE_AREA = 0 0 194 194
```

## constraint.sdc

```tcl
current_design network_interface

set clk_period 4.4
set clk_io_pct 0.2

create_clock -name clk0 -period $clk_period [get_ports {clk}]

set non_clock_inputs [all_inputs -no_clocks]
set_input_delay [expr $clk_period * $clk_io_pct] -clock clk0 $non_clock_inputs
set_output_delay [expr $clk_period * $clk_io_pct] -clock clk0 [all_outputs]
```

## design.v

```verilog
module network_interface #(
    parameter DATA_WIDTH = 64,
    parameter ADDR_WIDTH = 16,
    parameter FIFO_DEPTH = 512
) (
    input  logic                     clk,
    input  logic                     rst_n,
    input  logic [DATA_WIDTH-1:0]    xgmii_rxd,
    input  logic [DATA_WIDTH/8-1:0]  xgmii_rxc,
    output logic [DATA_WIDTH-1:0]    xgmii_txd,
    output logic [DATA_WIDTH/8-1:0]  xgmii_txc,
    output logic                     rx_valid,
    output logic [DATA_WIDTH-1:0]    rx_data,
    output logic                     rx_sop,     
    output logic                     rx_eop,     
    input  logic                     rx_ready,
    input  logic                     tx_valid,
    input  logic [DATA_WIDTH-1:0]    tx_data,
    input  logic                     tx_sop,
    input  logic                     tx_eop,
    output logic                     tx_ready,
    output logic [15:0]              rx_packet_count,
    output logic [15:0]              tx_packet_count,
    output logic                     rx_overflow,
    output logic                     tx_underflow
);
    logic rx_fifo_full, rx_fifo_empty;
    logic tx_fifo_full, tx_fifo_empty;
    logic [DATA_WIDTH-1:0] rx_fifo_data, tx_fifo_data;
    typedef enum logic [2:0] {
        IDLE,
        PACKET_START,
        PACKET_DATA,
        PACKET_END,
        ERROR
    } state_t;
    state_t rx_state, tx_state;
    always_ff @(posedge clk or negedge rst_n) begin
        if (!rst_n) begin
            rx_state <= IDLE;
            rx_packet_count <= '0;
            rx_overflow <= 1'b0;
        end else begin
            case (rx_state)
                IDLE: begin
                    if (xgmii_rxc[0] && xgmii_rxd[7:0] == 8'hFB) begin
                        rx_state <= PACKET_START;
                        rx_valid <= 1'b1;
                        rx_sop <= 1'b1;
                    end
                end
                PACKET_START: begin
                    rx_state <= PACKET_DATA;
                    rx_sop <= 1'b0;
                end
                PACKET_DATA: begin
                    if (xgmii_rxc[0] && xgmii_rxd[7:0] == 8'hFD) begin
                        rx_state <= PACKET_END;
                        rx_eop <= 1'b1;
                        rx_packet_count <= rx_packet_count + 1'b1;
                    end
                end
                PACKET_END: begin
                    rx_state <= IDLE;
                    rx_valid <= 1'b0;
                    rx_eop <= 1'b0;
                end
                ERROR: begin
                    rx_state <= IDLE;
                    rx_overflow <= 1'b1;
                end
            endcase
        end
    end
    always_ff @(posedge clk or negedge rst_n) begin
        if (!rst_n) begin
            tx_state <= IDLE;
            tx_packet_count <= '0;
            tx_underflow <= 1'b0;
        end else begin
            case (tx_state)
                IDLE: begin
                    if (tx_valid && !tx_fifo_full) begin
                        tx_state <= PACKET_START;
                        xgmii_txd <= {56'h0, 8'hFB};   
                        xgmii_txc <= 8'h01;
                    end
                end
                PACKET_START: begin
                    tx_state <= PACKET_DATA;
                    xgmii_txd <= tx_data;
                    xgmii_txc <= 8'h00;
                end
                PACKET_DATA: begin
                    if (tx_eop) begin
                        tx_state <= PACKET_END;
                        xgmii_txd <= {56'h0, 8'hFD};   
                        xgmii_txc <= 8'h01;
                        tx_packet_count <= tx_packet_count + 1'b1;
                    end else begin
                        xgmii_txd <= tx_data;
                        xgmii_txc <= 8'h00;
                    end
                end
                PACKET_END: begin
                    tx_state <= IDLE;
                end
                ERROR: begin
                    tx_state <= IDLE;
                    tx_underflow <= 1'b1;
                end
            endcase
        end
    end
    assign tx_ready = !tx_fifo_full;
    always_ff @(posedge clk or negedge rst_n) begin
        if (!rst_n) begin
            rx_overflow <= 1'b0;
            tx_underflow <= 1'b0;
        end else begin
            if (rx_valid && !rx_ready) rx_overflow <= 1'b1;
            if (tx_valid && !tx_ready) tx_underflow <= 1'b1;
        end
    end
endmodule
```

==> metrics.yaml <==
clockBufferDepth: 2
detail_route.wl_per_cell_um: 14.67
drive_gt1_share_pct: 6.011
drtAntennaViolNets: 0
ys.flop_type: "edfxtp_1"
antenna_found_initial: 1
htreeDepth: 3
ys_sh_aoi_pct: 0.9891
grt_first_pass_wirelength_um: 20710
grtUsageMet3_pct: 3.846
fin_crit_ps: 2442
synthSimpleGateAreaFrac_pct: 16.84
clk_latency_ps: 350
top_logic_kind: "simple AND/OR/NAND/NOR gates"
slew_viol_final: 0
xor_share_pct: 5.466
edf_count: 68
rsz0062_at_grt: "false"
die_width_um: 194
cts_buffers: 9
dr.pass1.iters: 4
hold_viol: 0
grtUsageMet2_pct: 10.59
cts_setup_buffers: 0
die_y_um: 194
seqPwrFrac_pct: 53.0
num_rows: 63
start_kind: "input port"
clk_pin_slew_ps: 90
combPwrFrac_pct: 4.4
worst_hold_path_type: "reg2reg"
lay_top_cells: "clkdlybuf4s50_1, conb_1, edfxtp_1, and2_1, dfrtp_1"
cap_violations: 0
adder_share_pct: 0.5206
r2r_cells: 3
synth_area_um2: 4807
drt-total-wl_um: 13790
tightest_slew_ps: 731.1
p_leak_uw: 0.002650
finalSetupViolCount: 0
fill_cells: 3152
port_buffers: 175
r2r_setup_slack_ps: 2450
vias: 3041
final_common_cell: "clkdlybuf4s50_1"
yosys-stat-area_um2: 4807
crit_required_ps: 4620
grt.busiest_layer: "met2"
cts_tree: "built"
hpwl_um: 10780
worst-path-max-fanout: 50
power_uw: 2009
async_reset_ff_share_pct: 36.45
core_um2: 29800
drc: 0
ys_ff: 107
end_kind: "flip-flop"
fin_skew_ps: 13.47
openroad.warnings: 91
holdBufCountCts: 0
grt_pass1_vias: 3196
maxSlewHeadroom_pct: 50.89
viasPerCell: 3.235
holdPathStages: 1
synth_seq_share_pct: 62.83
p_sw_share_pct: 23.42
synth_cell_types: 34
crit_end: "xgmii_txd[63]$_SDFFCE_PN0P_"
clkSinkCount: 107
chipArea_um2: 37640
max_freq_ghz: 0.4096
ys_warn_count: 70
drt_iter0_markers: 118
initial_utilization_pct: 16.13
synthTopCellsByArea: "edfxtp_1, dfrtp_1, buf_4, and2_1, xnor2_1"
r2r_start: "tx_state[1]$_DFF_PN0_"
finalClockPeriodUsage_pct: 55.49
setup-tns-final_ps: 0
cts_root_buffer: "clkbuf_16"
grt_use_met1_pct: 9.477
top_cell_area_share_pct: 42.48
area_growth_pct: 47.08
critPathLaunch: "tx_eop"
crit_arrival_ps: 2660
p_switching_uw: 470.5
syn_inst: 363
gp_congestion: 0.7700
internal_power_uw: 1538
track_usage_pct: 7.148
crit_type: "in2reg"
power.density_nw_per_um2: 284.1
power_frac_clock_pct: 42.6
synthMuxAreaShare_pct: 0.4685
status: "completed"
syn_area_per_cell_um2: 13.24
grt_max_degree: 51
yosysTopAreaCell: "edfxtp_1"
grt_overflow: 0
io_pins: 316
cts_resized: 0
r2r-end: "xgmii_txd[11]$_SDFFCE_PN0P_"
ys_cells: 363
vdd_ir_drop_max_uv: 204.4
[synth_stat cells, types with 2 or more instances]
cell type	number
dfstp_2	2
nand3_1	11
xnor2_1	23
nor3_2	2
nand2_1	9
nor4_1	2
and3_1	5
xor2_1	7
o21ai_0	2
ha_1	2
nand2b_1	8
inv_1	6
nand4_1	9
and4_1	4
nor2_1	7
and2_1	60
clkbuf_1	7
mux2_2	2
dfrtp_1	37
buf_4	74
o21a_1	4
edfxtp_1	68
[power groups by stage]
stage     Clock, µW  Sequential, µW  Combinational (µW)
4_1_cts         905            1060                92.4
5_1_grt         940            1060                99.3
6_report        856            1060                88.3
[logic make-up (layout without fill, tap and decap cells)]
kind of cell | Yosys count | in the layout
other | 1 | 75
buffers and inverters | 88 | 201
AND/OR/NAND/NOR | 126 | 126
multiplexers | 2 | 2
AND-OR/OR-AND | 7 | 7
adder cells (fa/ha/maj) | 2 | 2
XOR/XNOR | 30 | 30
flip-flops | 107 | 107
[state kept, by name, indices dropped and copies added, names as in the netlist]
name and count:
rx_eop 1, rx_packet_count 16, rx_sop 1, rx_state 4
rx_valid 1, tx_packet_count 16, tx_state 3, xgmii_txc 1
xgmii_txd 64
[stage by stage]
step                cells  setup slack [ps]  cell area [µm²]  util [%]  hold WS, ps
floorplan             436              1516             5081         -        413.2
global route          939              1720             7068     23.72        432.2
detailed placement    923              1516             6754     22.67        425.5
finish                940              1958             7071     23.73        418.3
global placement      923              1491             6754     22.67        422.7
CTS                   939              1897             7068     23.72        417.9
[worst max-delay path: stages]
cell and delay, ps:
clkdlybuf4s50_1 530, nand2b_1 210, inv_1 330, buf_4 450, and2_1 230
[worst min-delay path by stage]
stage | start | endpoint
4_1_cts | tx_state[3]$_DFF_PN0_ | tx_state[0]$_DFF_PN1_
6_report | tx_state[3]$_DFF_PN0_ | tx_state[0]$_DFF_PN1_
5_1_grt | tx_state[3]$_DFF_PN0_ | tx_state[0]$_DFF_PN1_
[layer usage]
| layer | up-vias | wire length [µm] |
|---|---|---|
| met5 | - | 0 |
| met4 | 0 | 110 |
| met3 | 7 | 1594 |
| met2 | 167 | 6057 |
| met1 | 1420 | 6023 |
| li1 | 1447 | - |
[cell type report]
class	instances	area, µm²	share of cell area (%)
Inverter	6	22.52	0.3185
Sequential cell	107	3020	42.72
Clock buffer	9	225.2	3.185
Clock inverter	7	88.84	1.256
Tap cell	390	488.0	6.901
Antenna cell	1	2.502	0.03539
Timing Repair Buffer	179	1777	25.13
Multi-Input combinational cell	241	1446	20.46
